## design/flow/constraint.sdc

```tcl
current_design PiSo_8bit

set clk_period 1.1
set clk_io_pct 0.2

create_clock -name clk0 -period $clk_period [get_ports {clk}]

set non_clock_inputs [all_inputs -no_clocks]
set_input_delay [expr $clk_period * $clk_io_pct] -clock clk0 $non_clock_inputs
set_output_delay [expr $clk_period * $clk_io_pct] -clock clk0 [all_outputs]
```

## design/flow/config.mk

```make
export PLATFORM = sky130hd
export DESIGN_NAME = PiSo_8bit
export DESIGN_NICKNAME = PiSo_8bit
export VERILOG_FILES = /design/flow/design.v
export SDC_FILE = /design/flow/constraint.sdc
export NUM_CORES = 4
export LEC_CHECK = 1
export CORE_UTILIZATION = 40
```

## design/flow/design.v

```verilog
module PiSo (clk, rst, shift,Data_in, out);
input clk, rst;
input shift;
input [15:0] Data_in;
output out;
reg out;
reg [15:0] shiftreg;
always@(posedge clk or negedge rst)
begin 
	if(rst ==1'b0)
		begin
			shiftreg<=16'd0;
		end
	else
		if (shift==1'b0)
			begin
				shiftreg<=Data_in;
			end
		else 
			begin
			out<=shiftreg[0];
			shiftreg<={1'b0, shiftreg[15:1]};
			end
end
endmodule
module PiSo_8bit(clk, rst, shift,
in0,
in1,
in2,
in3,
in4,
in5,
in6,
in7,
in8,
in9,
in10,
in11,
in12,
in13,
in14,
in15,
 out);
input clk, rst;
input shift;
input [7:0] in0,
in1,
in2,
in3,
in4,
in5,
in6,
in7,
in8,
in9,
in10,
in11,
in12,
in13,
in14,
in15;
output [7:0] out;
wire out0,
	  out1,
	  out2,
	  out3,
	  out4,
	  out5,
	  out6,
	  out7;
assign out = {out7,out6,out5,out4,out3,out2,out1,out0};
PiSo bit0 (clk, rst, shift,{
in15[0],
in14[0],
in13[0],
in12[0],
in11[0],
in10[0],
in9[0],
in8[0],
in7[0],
in6[0],
in5[0],
in4[0],
in3[0],
in2[0],
in1[0],
in0[0]}, out0);
PiSo bit1 (clk,rst, shift,
{
in15[1],
in14[1],
in13[1],
in12[1],
in11[1],
in10[1],
in9[1],
in8[1],
in7[1],
in6[1],
in5[1],
in4[1],
in3[1],
in2[1],
in1[1],
in0[1]},out1);
PiSo bit2 (clk,rst, shift,
{
in15[2],
in14[2],
in13[2],
in12[2],
in12[2],
in12[2],
in9[2],
in8[2],
in7[2],
in6[2],
in5[2],
in4[2],
in3[2],
in2[2],
in1[2],
in0[2]},out2);
PiSo bit3 (clk,rst, shift,
{
in15[3],
in14[3],
in13[3],
in12[3],
in11[3],
in10[3],
in9[3],
in8[3],
in7[3],
in6[3],
in5[3],
in4[3],
in3[3],
in2[3],
in1[3],
in0[3]},out3);
PiSo bit4 (clk,rst, shift,
{
in15[4],
in14[4],
in13[4],
in12[4],
in11[4],
in10[4],
in9[4],
in8[4],
in7[4],
in6[4],
in5[4],
in4[4],
in3[4],
in2[4],
in1[4],
in0[4]},out4);
PiSo bit5 (clk,rst, shift,
{
in15[5],
in14[5],
in13[5],
in12[5],
in11[5],
in10[5],
in9[5],
in8[5],
in7[5],
in6[5],
in5[5],
in4[5],
in3[5],
in2[5],
in1[5],
in0[5]},out5);
PiSo bit6 (clk,rst, shift,
{
in15[6],
in14[6],
in13[6],
in12[6],
in11[6],
in10[6],
in9[6],
in8[6],
in7[6],
in6[6],
in5[6],
in4[6],
in3[6],
in2[6],
in1[6],
in0[6]},out6);
PiSo bit7 (clk,rst, shift,
{
in15[7],
in14[7],
in13[7],
in12[7],
in11[7],
in10[7],
in9[7],
in8[7],
in7[7],
in6[7],
in5[7],
in4[7],
in3[7],
in2[7],
in1[7],
in0[7]},out7);
endmodule
```

## design/flow/run.sh

```bash
#!/bin/bash
# OpenROAD 26Q1-2900-gdf79404cd8, Yosys 0.63+post, stock flow scripts
make -C /OpenROAD-flow-scripts/flow DESIGN_CONFIG=/design/flow/config.mk WORK_HOME=/design/flow/orfs finish
```

==> flow_results.xml <==
<?xml version="1.0" encoding="UTF-8"?>
<metrics>
  <group name="critical_path">
    <metric name="crit_path_drt" unit="ns">0.88</metric>
    <metric name="critPathMaxStageDelay" unit="ns">0.36</metric>
    <metric name="crit_buf_inv" unit="">1</metric>
    <metric name="critPathArrivalTime" unit="ns">0.89</metric>
    <metric name="endpoint_kind" unit="">primary output</metric>
    <metric name="cp_slowest_cell" unit="">sky130_fd_sc_hd__edfxtp_1</metric>
    <metric name="worst-path-max-fanout" unit="">1</metric>
    <metric name="setup.worst_path.class" unit="">reg -&gt; out</metric>
    <metric name="worstSetupStartpointType" unit="">flop</metric>
    <metric name="timing.critical_path.max_delay_family" unit="">flip-flops</metric>
    <metric name="critical_path.cell_chain" unit="">buf_2</metric>
  </group>
  <group name="route">
    <metric name="drt_iter0_markers" unit="">141</metric>
    <metric name="wl_per_cell" unit="um">13.8</metric>
    <metric name="insertedDiodeCount" unit="">0</metric>
    <metric name="via_per_inst" unit="">4.48</metric>
    <metric name="route.antenna.remaining_nets" unit="">0</metric>
    <metric name="route.vias.total" unit="">2709</metric>
    <metric name="totalWireLength" unit="um">8320</metric>
    <metric name="drc" unit="">0</metric>
    <metric name="drtPass1Iterations" unit="">4</metric>
  </group>
  <group name="synthesis">
    <metric name="async_flop_share" unit="">0.941</metric>
    <metric name="dominantRegCellSynth" unit="">sky130_fd_sc_hd__dfrtp_1</metric>
    <metric name="yosys-top-cells-area" unit="">sky130_fd_sc_hd__dfrtp_1, sky130_fd_sc_hd__mux2_2, sky130_fd_sc_hd__edfxtp_1</metric>
    <metric name="synth-cells-yosys" unit="">287</metric>
    <metric name="seq_area_frac_synth" unit="">0.676</metric>
    <metric name="top_cells_by_count" unit="">sky130_fd_sc_hd__dfrtp_1, sky130_fd_sc_hd__mux2_2, sky130_fd_sc_hd__clkbuf_8, sky130_fd_sc_hd__buf_4, sky130_fd_sc_hd__edfxtp_1</metric>
    <metric name="edf_count" unit="">8</metric>
    <metric name="netlist-cell-type-count" unit="">10</metric>
    <metric name="yosys.stat.chipArea" unit="mm2">0.00509</metric>
    <metric name="synth.cell_area" unit="mm2">0.00509</metric>
    <metric name="ys_seq_elements" unit="">136</metric>
    <metric name="avgSynthCellArea" unit="um2">17.7</metric>
    <metric name="total_of_warnings_raised_by_yosys" unit="">1</metric>
    <metric name="post_synthesis_cell_type_with_the_largest_instance_count" unit="">sky130_fd_sc_hd__dfrtp_1</metric>
    <metric name="synth_area_leader_cell" unit="">sky130_fd_sc_hd__dfrtp_1</metric>
    <metric name="postSynthCellCount" unit="">287</metric>
    <metric name="yosysTopAreaCellShare" unit="">0.629</metric>
  </group>
  <group name="layout">
    <metric name="post_route_cells_drive_above_1_share" unit="">0.371</metric>
    <metric name="postLayoutCoreUtil" unit="">0.574</metric>
    <metric name="area_growth" unit="%">37.6</metric>
  </group>
  <group name="run_status">
    <metric name="failed_checks" unit="">negative hold slack, negative setup slack</metric>
    <metric name="run_status" unit="">finished with violations</metric>
  </group>
  <group name="global_routing">
    <metric name="maximum_number_of_pins_on_one_net_before_global_route_repair" unit="">129</metric>
    <metric name="grt.busiest_layer" unit="">met1</metric>
    <metric name="grt_usage" unit="">0.138</metric>
    <metric name="grt_util_met2" unit="">0.204</metric>
    <metric name="grt_pass1_vias" unit="">2840</metric>
    <metric name="grt_pass1_wl" unit="um">13500</metric>
    <metric name="gr-usage-met1" unit="">0.204</metric>
    <metric name="global_route.usage.met3" unit="">0.0627</metric>
    <metric name="grt-ovfl-total" unit="">0</metric>
    <metric name="initial_antenna_violation_count" unit="">0</metric>
  </group>
  <group name="timing">
    <metric name="hold_vio_cnt_final" unit="">128</metric>
    <metric name="grt_setup_unrepaired" unit="">yes</metric>
    <metric name="final.min_clock_period" unit="ns">1.11</metric>
    <metric name="period_used_share" unit="">1.01</metric>
    <metric name="slew_headroom" unit="">0.564</metric>
    <metric name="tightest_slew" unit="ns">0.655</metric>
    <metric name="achievable-frequency" unit="MHz">902</metric>
    <metric name="setup_violations" unit="">2</metric>
    <metric name="setup_ws" unit="ns">-0.00888</metric>
    <metric name="drv_slew" unit="">0</metric>
    <metric name="finClkSkew" unit="ns">0.00373</metric>
    <metric name="hold-worst-slack" unit="ns">-0.0760</metric>
  </group>
  <group name="clock_tree">
    <metric name="cts_made_buffers" unit="">17</metric>
    <metric name="tritoncts" unit="">done</metric>
    <metric name="clockRootBuffer" unit="">sky130_fd_sc_hd__clkbuf_16</metric>
    <metric name="clk_latency" unit="ns">0.40</metric>
    <metric name="cts.reportedPaths.clkPinSlew" unit="ns">0.05</metric>
    <metric name="cts.repair_timing.setup_buffer_count" unit="">0</metric>
    <metric name="cts_htree_levels" unit="">4</metric>
    <metric name="cts.path.max_buffers" unit="">2</metric>
    <metric name="cts_sinks" unit="">136</metric>
  </group>
  <group name="place">
    <metric name="dp_hpwl" unit="um">5340</metric>
    <metric name="placement.io_buffers" unit="">136</metric>
    <metric name="routabilityCongestion" unit="">0.715</metric>
    <metric name="dp_worst_setup_slack" unit="ns">-0.0687</metric>
  </group>
  <group name="pwr">
    <metric name="irDropWorstVdd" unit="uV">1070</metric>
    <metric name="power.leakage" unit="uW">0.00294</metric>
    <metric name="power_density" unit="mW/mm2">1690</metric>
    <metric name="totalPowerFinal" unit="uW">11900</metric>
  </group>
  <group name="die">
    <metric name="core_area" unit="mm2">0.0122</metric>
    <metric name="io-pin-count" unit="">139</metric>
    <metric name="fp_util" unit="">0.417</metric>
    <metric name="std_cell_rows" unit="">40</metric>
    <metric name="die_y" unit="um">115</metric>
    <metric name="die_area" unit="mm2">0.0132</metric>
    <metric name="fp.dieW" unit="um">115</metric>
  </group>
  <group name="run">
    <metric name="total_number_of_warnings_across_the_stage_logs" unit="">33</metric>
    <metric name="max_cap_viol" unit="">0</metric>
  </group>
  <group name="min_path">
    <metric name="min_path_type" unit="">in -&gt; async</metric>
  </group>
</metrics>
[routing by layer]
layer  wire (um)  up-vias  part of all wire
met4         114        0             0.014
li1            -     1261                 -
met3         845       11              0.10
met5           0        -                 0
met2        3710       94              0.45
met1        3660     1343              0.44
[through the flow]
step / cells / instance area (um2) / setup TNS [ns]
2_1_floorplan: 287 / 5090 / 0
3_3_place_gp: 576 / 6520 / -3.49
3_5_place_dp: 576 / 6520 / -4.27
4_1_cts: 605 / 7010 / -0.183
5_1_grt: 605 / 7010 / -0.312
6_report: 605 / 7010 / -0.0160
[registers in the layout, indices dropped and copies added, names as in the netlist]
register	cells
bit0.out	1
bit7.shiftreg	16
bit4.shiftreg	16
bit0.shiftreg	16
bit3.shiftreg	16
bit5.shiftreg	16
bit5.out	1
bit1.out	1
bit4.out	1
bit7.out	1
bit2.out	1
bit3.out	1
bit1.shiftreg	16
bit2.shiftreg	16
bit6.out	1
bit6.shiftreg	16
[layout by cell type, fill, tap and decap left out]
cell	n
sky130_fd_sc_hd__clkinv_2	3
sky130_fd_sc_hd__clkbuf_16	17
sky130_fd_sc_hd__clkdlybuf4s50_1	126
sky130_fd_sc_hd__bufinv_16	1
sky130_fd_sc_hd__and2b_1	3
sky130_fd_sc_hd__buf_2	8
sky130_fd_sc_hd__clkbuf_1	5
sky130_fd_sc_hd__edfxtp_1	8
sky130_fd_sc_hd__buf_12	3
sky130_fd_sc_hd__clkbuf_8	3
sky130_fd_sc_hd__buf_6	1
sky130_fd_sc_hd__mux2_2	120
sky130_fd_sc_hd__dfrtp_1	128
sky130_fd_sc_hd__buf_4	5
sky130_fd_sc_hd__and2_2	1
sky130_fd_sc_hd__nor2b_1	5
[cell type report]
class,count,area (um2)
Tap cell,168,210
Sequential cell,136,3440
Multi-Input combinational cell,129,1410
Clock inverter,4,45.0
Timing Repair Buffer,143,1410
Fill cell,1037,5200
Clock buffer,25,485
[what timing repair did]
action	in CTS	in global routing
endpoints found under the setup margin	8	8
gates cloned	0	0
hold endpoints to repair	128	39
gates resized	26	0
[path summary, 6_finish.rpt]
check,startpoint,cells after the start,to,slack (ns)
setup / recovery,bit7.out$_DFFE_PP_,1,out[7],-0.009
hold / removal,rst,2,bit6.shiftreg[0]$_DFF_PN0_,-0.08
setup reg to reg,bit7.shiftreg[5]$_DFF_PN0_,1,bit7.shiftreg[4]$_DFF_PN0_,0.34
hold reg to reg,bit2.shiftreg[0]$_DFF_PN0_,0,bit2.out$_DFFE_PP_,0.41
max in group asynchronous,rst,2,bit2.shiftreg[14]$_DFF_PN0_,0.71
min in group clk0,shift,3,bit5.shiftreg[15]$_DFF_PN0_,0.27
[where the power goes]
group | internal, uW | total [uW] | leakage, uW | switching, uW
Clock | 3240 | 5090 | 0.000263 | 1860
Sequential | 5510 | 5610 | 0.00159 | 99.5
Combinational | 816 | 1160 | 0.00109 | 347
[logic make-up after synthesis]
family,after synthesis,share of synthesized area
buf+inv,22,0.0467
flops,136,0.676
mux,120,0.265
simple gates,9,0.0118
Power and IR drop assume default switching activity.
